==> design/flow/design.v <==
`timescale 1ns / 1ps
module ControladorSSEG(
    input clk, reset,
    input [1:0] reg_sel,
    input [15:0] in,
    input we, cs,
    output [15:0] out
    );
    wire [7:0] sseg;
    wire [3:0] an;
    assign out = {4'b0, an, sseg};
    reg [3:0] sseg_0_next, sseg_1_next, sseg_2_next, sseg_3_next;
    reg [3:0] sseg_0, sseg_1, sseg_2 , sseg_3;
    always @(posedge clk) 
    begin
        if (reset)
        begin
            sseg_0 <= 4'b0;
            sseg_1 <= 4'b0;
            sseg_2 <= 4'b0;
            sseg_3 <= 4'b0;
        end
        else
        begin
            sseg_0 <= sseg_0_next;
            sseg_1 <= sseg_1_next;
            sseg_2 <= sseg_2_next;
            sseg_3 <= sseg_3_next;
        end
    end
    wire [7:0] sseg_0_disp, sseg_1_disp, sseg_2_disp, sseg_3_disp;
    hex_to_sseg hex_0(sseg_0, 1'b1, sseg_0_disp);
    hex_to_sseg hex_1(sseg_1, 1'b1, sseg_1_disp);
    hex_to_sseg hex_2(sseg_2, 1'b1, sseg_2_disp);
    hex_to_sseg hex_3(sseg_3, 1'b1, sseg_3_disp);
    disp_mux dm(clk, reset, sseg_0_disp, sseg_1_disp, sseg_2_disp, sseg_3_disp, an, sseg);
    always @* begin
        if (we & cs) begin
            sseg_3_next = in[3:0];
            sseg_2_next = in[7:4];
            sseg_1_next = in[11:8];
            sseg_0_next = in[15:12];
        end
        else begin
            sseg_0_next = sseg_0;
            sseg_1_next = sseg_1;
            sseg_2_next = sseg_2;
            sseg_3_next = sseg_3;
        end
    end
endmodule
module disp_mux
   (
    input wire clk, reset,
    input [7:0] in3, in2, in1, in0,
    output reg [3:0] an,    
    output reg [7:0] sseg   
   );
   localparam N = 18;
   reg [N-1:0] q_reg;
   wire [N-1:0] q_next;
   always @(posedge clk,  posedge reset)
      if (reset)
         q_reg <= 0;
      else
         q_reg <= q_next;
   assign q_next = q_reg + 1'b1;
   always @*
      case (q_reg[N-1:N-2])
         2'b00:
            begin
               an = 4'b1110;
               sseg = in0;
            end
         2'b01:
            begin
               an =  4'b1101;
               sseg = in1;
            end
         2'b10:
            begin
               an =  4'b1011;
               sseg = in2;
            end
         default:
            begin
               an =  4'b0111;
               sseg = in3;
            end
       endcase
endmodule
`timescale 1ns / 1ps
module hex_to_sseg(
    input [3:0] hex,
    input dp,
    output reg [7:0] sseg
    );
        always @*
    begin
       case(hex)
           4'h0: sseg[6:0] = 7'b1000000;
            4'h1: sseg[6:0] = 7'b1111001;
            4'h2: sseg[6:0] = 7'b0100100;
            4'h3: sseg[6:0] = 7'b0110000;
            4'h4: sseg[6:0] = 7'b0011001;
            4'h5: sseg[6:0] = 7'b0010010;
            4'h6: sseg[6:0] = 7'b0000010;
            4'h7: sseg[6:0] = 7'b1111000;
            4'h8: sseg[6:0] = 7'b0000000;
            4'h9: sseg[6:0] = 7'b0010000;
            4'ha: sseg[6:0] = 7'b0001000;
            4'hb: sseg[6:0] = 7'b0000011;
            4'hc: sseg[6:0] = 7'b1000110;
            4'hd: sseg[6:0] = 7'b0100001;
            4'he: sseg[6:0] = 7'b0000110;
            4'hf: sseg[6:0] = 7'b0001110;
            default: sseg[6:0] = 7'b0001110;  	
      endcase
      sseg[7] = dp;
    end
endmodule
==> design/flow/run.sh <==
#!/bin/bash
# OpenROAD 26Q1-2900-gdf79404cd8, Yosys 0.63+post, stock flow scripts
make -C /OpenROAD-flow-scripts/flow DESIGN_CONFIG=/design/flow/config.mk WORK_HOME=/design/flow/orfs finish
==> design/flow/config.mk <==
export PLATFORM = sky130hd
export DESIGN_NAME = ControladorSSEG
export DESIGN_NICKNAME = ControladorSSEG
export VERILOG_FILES = /design/flow/design.v
export SDC_FILE = /design/flow/constraint.sdc
export NUM_CORES = 4
export LEC_CHECK = 1
export CORE_UTILIZATION = 50
==> design/flow/constraint.sdc <==
current_design ControladorSSEG

set clk_period 2.5
set clk_io_pct 0.2

create_clock -name clk0 -period $clk_period [get_ports {clk}]

set non_clock_inputs [all_inputs -no_clocks]
set_input_delay [expr $clk_period * $clk_io_pct] -clock clk0 $non_clock_inputs
set_output_delay [expr $clk_period * $clk_io_pct] -clock clk0 [all_outputs]
==> results.py <==
# Flow results
metrics = {
    "finish": {
        "largest_register_ffs": 18,
        "final_util": 0.654,
        "n_fill_cell": 510,
        "drive_above_1_share": 0.265,
        "seq_area_sq_um": 1330,
        "logic_area_sq_um": 1820,
        "final_cells": 458,
        "syn2layout_area_growth_pct": 25.1,
    },
    "clock_tree": {
        "cts_sinks": 62,
        "h-tree-depth": 3,
        "cts_setup_buffers": 0,
        "clkTransAtPathRegs_ps": 70,
        "clockBufferDepth": 2,
        "cts-resized-gates": 1,
        "cts_buffers": 9,
        "clock_latency_ps": 340,
        "cts_root_buffer": "clkbuf_8",
        "tritoncts": "built",
        "postCtsHoldBufs": 0,
    },
    "floorplanning": {
        "die-area_sq_um": 7010,
        "io_pins": 38,
        "dieWidth_um": 83.7,
        "core_util_floorplan": 0.523,
        "die_h_um": 83.7,
        "fp-row-count": 29,
        "coreArea_sq_um": 6390,
    },
    "final_timing": {
        "finalSetupTns_ps": 0,
        "period_used_share": 0.936,
        "setup_violations": 0,
        "rsz0062_at_grt": "no",
        "hold_viol": 0,
        "min_period_ps": 2340,
        "final_max_slew_viol_count": 0,
        "clock_skew_ps": 9.19,
        "clock.fmax_mhz": 427,
        "setup_slack_ps": 159,
    },
    "worst_setup_path": {
        "regToRegEndpoint": "dm.in0[2]",
        "crit_start": "dm.q_reg[16]",
        "worstPathRequired_ps": 2000,
        "crit_path_end_kind": "output pin",
        "critPathSlowestCell": "mux4_2",
        "ff2ff_setup_slack_ps": 1080,
        "worst_r2r_path_depth": 6,
        "worstPathCellList": "mux4_2 -> clkdlybuf4s50_1",
        "path_class": "flop to output pin",
        "cp_max_fo": 9,
        "worstPathArrival_ps": 1840,
        "slowest_delay_ps": 560,
        "cp-start-kind": "flop",
        "rr_startpoint": "sseg_3[1]",
    },
    "route": {
        "vias_per_cell": 5.32,
        "drcViolationCount": 0,
        "wl_per_cell_um": 14.6,
        "ant_nets": 0,
        "dr.pass1.iters": 4,
        "vias": 2436,
        "drt_wl_total_um": 6700,
        "antenna_cells": 0,
        "drtIter0Drc": 84,
    },
    "logic_synthesis": {
        "ys_chip_area_sq_um": 3340,
        "numSynthFlops": 62,
        "ff_type": "dfxtp_1",
        "synth_area_sq_um": 3340,
        "synth_cells": 299,
        "yosysUniqueCellTypes": 39,
        "ys_warn_count": 3,
        "syn_avg_cell_area_sq_um": 11.2,
        "ys_seq_share": 0.399,
        "synth_stat.cells": 299,
        "edf_count": 0,
        "async_reset_ff_frac": 0.290,
    },
    "grt": {
        "gr-total-overflow": 0,
        "antenna_found_initial": 0,
        "grt_pass1_wl_um": 11000,
        "grt_usage": 0.204,
        "first_global_vias": 2306,
        "grt_max_degree": 18,
    },
    "power": {
        "p_per_area_nw_per_um2": 520,
        "leakagePower_nw": 1.88,
        "irDropWorstVdd_mv": 0.330,
    },
    "place": {
        "dpl_worst_slack_ps": 58.3,
        "dp.cells": 442,
        "finalWeightedCongestion": 0.887,
        "io_buffers": 30,
        "dpl.hpwl_um": 5050,
    },
    "run": {
        "warnings": 47,
        "max_cap_viol_count": 0,
    },
    "hold_path": {
        "holdCritPathClass": "flop to flop",
        "whs_path_depth": 1,
        "holdCritStartpoint": "dm.q_reg[0]",
        "hold_end": "dm.q_reg[0]",
    },
    "outcome": {
        "status": "finished, final reports clean",
    },
}
[worst max-delay path, delay by kind of cell (launching register included)]
| family | cells | cell delay (ps) |
|---|---|---|
| flops | 1 | 520 |
| mux | 1 | 560 |
| buf+inv | 1 | 420 |
[cells in the final DEF (no fill, tap or decap), drive strengths merged, types with 12 or more instances in the layout]
cell / count
dfrtp: 18
xnor2: 13
and4b: 12
buf: 47
nand2: 24
mux2i: 28
inv: 22
dfxtp: 44
clkbuf: 12
o22ai: 12
clkdlybuf4s50: 30
nand3: 18
ha: 25
[synth_stat cells (all sizes together) (12+ instances only)]
cell | n | area share
and4b | 12 | 0.038
dfxtp | 44 | 0.26
inv | 22 | 0.028
nand3 | 18 | 0.027
mux2i | 28 | 0.084
buf | 14 | 0.030
o22ai | 12 | 0.022
dfrtp | 18 | 0.13
nand2 | 24 | 0.028
ha | 25 | 0.094
xnor2 | 13 | 0.034
[cell type report]
class                      count  share of cell area
multi-input combinational    204               0.436
sequential                    62               0.319
timing repair buffer          77               0.156
clock buffer                  12              0.0371
tap                           77              0.0231
inverter                      22              0.0228
clock inverter                 4             0.00539
[cells by family after synthesis]
| family | share of synthesized area |
|---|---|
| compound gates | 0.140 |
| buf+inv | 0.0588 |
| xor+xnor | 0.0525 |
| fa+ha+maj | 0.0937 |
| simple gates | 0.123 |
| mux | 0.131 |
| flops | 0.399 |
| other cells | 0.00225 |
[metal layers]
metal,GRT usage,wire [um],up-vias
met4,0.0216,57,0
met2,0.303,2920,43
met3,0.0562,304,5
li1,-,-,1227
met1,0.322,3420,1161
met5,0,0,-
[stage by stage]
| step | power, mW | hold slack (ps) | cell area [sq um] |
|---|---|---|---|
| 2_1_floorplan | 1.26 | 422 | 3350 |
| 3_5_place_dp | 1.40 | 445 | 4000 |
| 6_report | 2.17 | 450 | 4180 |
| 5_1_grt | 2.26 | 482 | 4180 |
| 3_3_place_gp | 1.39 | 444 | 4000 |
| 4_1_cts | 2.20 | 456 | 4180 |
[worst max-delay path by stage]
stage / slack [ps] / to
finish: 160 / out[5]
CTS: 120 / out[5]
global route: 60 / out[6]
[power breakdown]
part | switching (mW) | leakage (nW) | total [mW] | internal (mW)
sequential | 0.0175 | 0.601 | 1.06 | 1.04
combinational | 0.148 | 1.19 | 0.318 | 0.170
clock | 0.386 | 0.0921 | 0.795 | 0.409
total | 0.552 | 1.88 | 2.17 | 1.62
No activity file was given, so power comes from the tool's default toggle rates.
