**./design.v**
```verilog
`timescale 1ns / 1ps
module Timer(
	input clk, reset,
	input cs, we,
	input [1:0] reg_sel,
	input [15:0] in,
	output reg [15:0] out
	);
	reg [15:0] prescaler_goal, rounds_goal;
	reg [15:0] prescaler, prescaler_next;
	reg [15:0] rounds, rounds_next;
	reg running, running_next;
	wire output_enabled, done;
	localparam ROUNDS_reg = 2'b00;
	localparam PRESCALER_reg = 2'b01;
	localparam STATUS_reg = 2'b10;
	localparam DONE_reg = 2'b11;
	always@(posedge clk)
	begin
		if(reset)
		begin
			prescaler <= 16'b0;
			prescaler_goal <= 16'b0;
			rounds <= 16'b0;
			rounds_goal <= 16'b0;
			running <= 1'b0;
		end
		else
		begin
			case({cs, we, reg_sel})
				{1'b1, 1'b1, ROUNDS_reg}:
				begin
					rounds_goal <= in;
					running <= 1'b0;
					prescaler <= 16'b0;
					rounds <= 16'b0;
				end
				{1'b1, 1'b1, PRESCALER_reg}:
				begin
					prescaler_goal <= in;
					running <= 1'b0;
					prescaler <= 16'b0;
					rounds <= 16'b0;
				end
				{1'b1, 1'b1, STATUS_reg}:  
					begin
					running <= in[0];
					prescaler <= prescaler_next;
					rounds <= rounds_next;
					end
				{1'b1, 1'b1, DONE_reg}:  
					begin
					running <= 1'b0;
					prescaler <= 16'b0;
					rounds <= 16'b0;
					end
				default:
				    begin 
					prescaler <= prescaler_next;
					rounds <= rounds_next;
					running <= running_next;
					end
			endcase
		end
	end
		 always@*
		 begin
		    rounds_next = (running && (rounds != rounds_goal) && ((prescaler + 1'b1) == prescaler_goal))? rounds + 16'b1 : rounds;
			if (!running)
			     prescaler_next = prescaler;
			else if (prescaler == prescaler_goal)
			     prescaler_next = 16'b0;
			else
		         prescaler_next = prescaler + 1'b1;
			running_next = (running && (rounds_next != rounds_goal));
			case({cs, we, reg_sel})
				{1'b1, 1'b0, ROUNDS_reg}: out = rounds;
				{1'b1, 1'b0, PRESCALER_reg}: out = prescaler;
				{1'b1, 1'b0, STATUS_reg}: out = running;
				{1'b1, 1'b0, DONE_reg}: out = (rounds == rounds_goal);
				default: out = 16'b0;
			endcase
		end
endmodule
```
**./run.sh**
```bash
#!/bin/bash
# OpenROAD 26Q1-2900-gdf79404cd8, Yosys 0.63+post, stock flow scripts
make -C /OpenROAD-flow-scripts/flow DESIGN_CONFIG=/design/flow/config.mk WORK_HOME=/design/flow/orfs finish
```
**./config.mk**
```make
export PLATFORM = sky130hd
export DESIGN_NAME = Timer
export DESIGN_NICKNAME = Timer
export VERILOG_FILES = /design/flow/design.v
export SDC_FILE = /design/flow/constraint.sdc
export NUM_CORES = 4
export LEC_CHECK = 1
export CORE_UTILIZATION = 40
```
**./constraint.sdc**
```tcl
current_design Timer

set clk_period 7.6
set clk_io_pct 0.2

create_clock -name clk0 -period $clk_period [get_ports {clk}]

set non_clock_inputs [all_inputs -no_clocks]
set_input_delay [expr $clk_period * $clk_io_pct] -clock clk0 $non_clock_inputs
set_output_delay [expr $clk_period * $clk_io_pct] -clock clk0 [all_outputs]
```
==> deck_impl_summary.md <==
Run Summary

Global routing
  – Vias in the first global route: 3491
  – Initial antenna violation count: 0
  – Largest net degree at the start of global routing: 35
  – First-pass GRT wire length: 18.53 mm
  – Overflow after GRT: 0
  – GRT Total Usage: 0.2224

Placement
  – Gp weighted congestion: 0.9356
  – Port Buffers: 37
  – Placed Cells: 672
  – HPWL Detailed: 8.551 mm

Drt
  – Routed WL: 11.37 mm
  – Detail Route Antenna Nets: 0
  – Initial drt markers: 218
  – Wire per inst: 16.55 um
  – DR vias: 3769
  – 1st-pass router iterations: 4
  – Via-to-Cell Ratio: 5.486
  – Inserted Diodes: 0
  – Drc violations: 0

Synthesis
  – Yosys cell count: 539
  – Unique cell types: 58
  – Mapped Cells: 539
  – Post-synth regs: 65
  – Max-area cell share: 0.3157
  – Commonest flop: dfxtp_1
  – Ys async rst share: 0
  – Mapped cell area: 4121 um2
  – Syn avg cell area: 7.646 um2
  – Register share after synthesis: 0.3157
  – Post-synth EDFFs: 0
  – Synth Warn #: 1
  – YS chip area: 4121 um2
  – Post-synth top area cell: dfxtp_1
  – Top cells by area: dfxtp_1, xor2_1, nand2_1

CTS
  – CTS Buf Count: 9
  – # hold bufs at CTS: 0
  – CTS tree: yes
  – CTS clk-pin slew, worst paths: 80 ps
  – Resized cells post-CTS: 0
  – Clock insertion delay at the later pin of the skew report: 340 ps
  – Root Buffer: clkbuf_8
  – H-tree depth: 3
  – TritonCTS Sinks: 65
  – Post-CTS Setup Inserts: 0
  – Clk buf depth: 2

Power and ir drop
  – Cell Int Power: 0.5570 mW
  – Flop pwr share: 0.474
  – Clk pwr share: 0.443
  – Combinational share of power: 0.083
  – PD cells: 155.3 nW/um2
  – Leakage: 1.699 nW
  – Switching share of power: 0.2425
  – P_sw: 0.1783 mW
  – Worst vdd ir: 0.08747 mV

Floorplan
  – Std-Cell Rows: 36
  – Floorplan Utilization: 0.4178
  – Die Area: 10710 um2
  – Die width: 103.5 um
  – Core area: 9864 um2
  – IO Pins: 38
  – Die H: 103.5 um

STA
  – Clock Skew: 7.030 ps
  – Fin crit share: 0.6495
  – Pins Over Slew Limit: 0
  – Fin Setup TNS: 0 ps
  – RSZ-0062 raised after global routing: false
  – Slew @ Worst Pin: 668.5 ps
  – Final setup viols: 0
  – Min Clock Period, post-route: 4936 ps
  – Max Clock Freq: 202.6 MHz
  – Slew margin rel.: 0.5534
  – Final hold viol count: 0

Cells and area
  – Most frequent logic cell in the layout: nand2_1
  – Fillers: 963
  – Top cells excl fill/tap: nand2_1, dfxtp_1, nor2_1, xor2_1, a21oi_1
  – Core Util, Final: 0.4800
  – Fraction of final layout cells sized beyond drive strength 1: 0.06137
  – P&R area growth vs syn: 14.88%
  – Post-Layout Cell Count: 687

Worst setup path
  – CP cell instances: clkdlybuf4s50_1 > buf_4 > mux4_2 > and3b_1 > clkdlybuf4s50_1
  – Most used cell, CP: clkdlybuf4s50_1
  – R2R Setup Slk: 3600 ps
  – CP Launch Type: primary input
  – CP endpoint kind: output port
  – Crit Path Max Fanout: 21
  – WP data required: 6080 ps
  – Cell family with most CP delay: buffers and inverters
  – Crit path max-delay cell type: mux4_2
  – Endpoint arrival time on the critical path: 3420 ps
  – CP Class: primary input to output port
  – Bufs and invs on worst path: 3
  – Slowest cell delay on critical path: 560 ps

Run status
  – Status: finished clean

Flow run
  – Tool warnings: 25
  – Number of max-cap violations: 0

Worst hold path
  – Hold Path Class: flip-flop to flip-flop
[power groups by stage]
stage / Clock (mW) / Combinational, mW / Sequential, mW
finish: 0.326 / 0.0611 / 0.348
global route: 0.350 / 0.0663 / 0.349
CTS: 0.333 / 0.0611 / 0.348
[sequential cells by signal, summed over array words and instances, names as in the netlist]
| signal | cells |
|---|---|
| prescaler | 16 |
| prescaler_goal | 16 |
| rounds | 16 |
| rounds_goal | 16 |
| running | 1 |
[final cells by class]
class                   instances  area (um2)  share of cell area
clock buffers                   9       123.9             0.02616
clock inverters                 6       92.59             0.01956
inverters                       7       26.28            0.005550
multi-input cells             426        2624              0.5542
flip-flops and latches         65        1301              0.2748
well taps                     133       166.4             0.03515
repair buffers                 41       400.4             0.08457
[worst paths after layout]
| check | start | to | cells past startpoint |
|---|---|---|---|
| worst max-delay path | reg_sel[0] | out[0] | 5 |
| worst min-delay path | rounds_goal[14] | rounds_goal[14] | 2 |
| worst max register to register | prescaler[0] | running | 11 |
| worst min register to register | rounds_goal[14] | rounds_goal[14] | 2 |
[cell families (layout without fill, tap and decap cells)]
| group | after synthesis | after routing | synth area share |
|---|---|---|---|
| xor+xnor | 68 | 68 | 0.1445 |
| simple gates | 247 | 247 | 0.2957 |
| mux | 20 | 20 | 0.05221 |
| compound gates | 89 | 89 | 0.1381 |
| buf+inv | 48 | 63 | 0.04766 |
| flops | 65 | 65 | 0.3157 |
| fa+ha+maj | 2 | 2 | 0.006071 |
[Yosys cell counts (all sizes together), types with 2 or more instances]
| library cell | count |
|---|---|
| nor2 | 62 |
| nand2 | 84 |
| nand3 | 18 |
| inv | 7 |
| o31ai | 3 |
| buf | 11 |
| dfxtp | 65 |
| a21oi | 40 |
| clkbuf | 30 |
| o21bai | 2 |
| o2111ai | 3 |
| nor3 | 13 |
| ha | 2 |
| o211ai | 3 |
| mux2i | 17 |
| and3 | 6 |
| and2 | 2 |
| xor2 | 43 |
| or4 | 2 |
| or3 | 9 |
| nand3b | 2 |
| and3b | 3 |
| o22ai | 2 |
| mux2 | 2 |
| xnor2 | 25 |
| nand2b | 4 |
| nand4 | 15 |
| a31oi | 7 |
| a21o | 2 |
| nor2b | 4 |
| o21ai | 14 |
| or2 | 3 |
| and4 | 7 |
| nor4 | 8 |
| a22oi | 2 |
[metrics by stage]
step | area, um2 | hold WS (ps) | power, mW | setup WS, ps
3_3_place_gp | 4518 | 458.6 | 0.4168 | 2657
3_5_place_dp | 4518 | 461.4 | 0.4170 | 2654
5_1_grt | 4735 | 498.5 | 0.7656 | 2607
6_report | 4735 | 474.2 | 0.7353 | 2664
2_1_floorplan | 4121 | 447.8 | 0.3920 | 3441
4_1_cts | 4735 | 471.2 | 0.7425 | 2655
[worst reg2reg max path, stage by stage (launching register included)]
cell and delay [ps]:
dfxtp_1 510, ha_1 400, nand4_1 270, nor4_1 540
a32o_1 210, nor2_1 80, nand4bb_4 480, or4_1 590
mux2_2 270, mux2_2 260, o22ai_2 130, a41oi_1 130
[metal layers]
layer | track usage | routed length (um) | vias to the layer above
li1 | - | - | 1895
met1 | 0.3571 | 5751 | 1757
met2 | 0.3265 | 4907 | 104
met3 | 0.03397 | 554 | 13
met4 | 0.03209 | 155 | 0
met5 | 0 | 0 | -
Power figures rest on the tool's default switching activity, not on a simulated workload.
