==> flow/design.v <==
`timescale 1ns / 1ps
module Alu(
    input [15:0] A,
    input [15:0] B,
    input [1:0] op,
    output z,
    output reg [15:0] out
    );
    always @*
    begin
    case (op)
        0:  
            out=(A+B);
        1:  
            out=A^B;
        2:  
            out=B;
        3:  
            out=B^16'b1111111111111111;
        default:
          out=16'dx;
    endcase
    end
	assign z = (!out)? 1'b1: 1'b0; 
endmodule
`timescale 1ns / 1ps
module MaquinaSencilla(
    input clk,
    input reset,
    input [15:0] inport,
    output [4:0] dirport,
    output [15:0] outport,
    output we
    );
    wire [5:0] cop;
    wire [1:0] mux_dir, mux_in, alu_op;
    wire le, pc_w, ir_w, a_w, b_w, fz_w, sp_w, sp_d;
     UC C(.clk(clk), .reset(reset), .cop(cop), .fz(fz), .we(we),
        .mux_dir(mux_dir), .mux_in(mux_in), .alu_op(alu_op),
        .le(le), .pc_w(pc_w), .ir_w(ir_w), .a_w(a_w), .b_w(b_w),
        .fz_w(fz_w), .sp_w(sp_w), .sp_d(sp_d));
     UP P(.clk(clk), .reset(reset), .cop(cop), .fz(fz), 
       	.inport(inport), .mem_out(outport), .dirport(dirport),
        .mux_dir(mux_dir), .mux_in(mux_in), .alu_op(alu_op),
        .le(le), .pc_w(pc_w), .ir_w(ir_w), .a_w(a_w), .b_w(b_w),
        .fz_w(fz_w), .sp_w(sp_w), .sp_d(sp_d));
endmodule
`timescale 1ns / 1ps
module RAM(
    input clk, le,
    input [6:0] dir,
    input [15:0] ent,
    output [15:0] sal
    );
    parameter RAM_WIDTH = 16;
    parameter RAM_ADDR_BITS = 7;
    reg [RAM_WIDTH-1:0] M[(2**RAM_ADDR_BITS)-1:0];
    initial
        begin
        end
    always @(posedge clk)
      if (le)
         M[dir] <= ent;
    assign sal = M[dir];
endmodule
`timescale 1ns / 1ps
module UC(
    input clk,
    input reset,
    input [5:0] cop,
    input fz,
    output reg [1:0] mux_dir, mux_in, alu_op,
    output reg le, pc_w, ir_w, a_w, b_w, fz_w, sp_w, sp_d, we
    );
    reg [4:0] estado; 
    reg [4:0] estado_next;
    localparam [4:0]
        fetch   = 4'd0,
        decode  = 4'd1,
        load_f  = 4'd2,
        load_d  = 4'd3,
        add     = 4'd4,
        cmp     = 4'd5,
        mov     = 4'd6,
        jump    = 4'd7,
        in      = 4'd8,
        out     = 4'd9,
        dec_sp  = 4'd10,
        push_pc = 4'd11,
        pop_pc  = 4'd12;
    always@(posedge clk)
    begin
        if (reset)
            estado <= fetch;
        else
            estado <= estado_next;
    end
    always@*
    begin
        sp_w = 1'b0;
        sp_d = 1'b0;
        mux_dir = 2'bx;
        alu_op = 2'bx;
        le = 1'b0;
        pc_w = 1'b0;
        ir_w = 1'b0;
        a_w = 1'b0;
        b_w = 1'b0;
        fz_w = 1'b0;
        mux_in = 2'b0;
        we = 1'b0;
        case (estado)
            fetch:
            begin
                mux_dir = 2'b00;
                pc_w = 1'b1;
                ir_w = 1'b1;
            end
            load_f:
            begin
                mux_dir = 2'b10;
                b_w = 1'b1;
            end
            load_d:
            begin
                mux_dir = 2'b11;
                a_w = 1'b1;
            end
            add:
            begin
                mux_dir = 2'b11;
                alu_op = 2'b00;
                le = 1'b1;
                fz_w = 1'b1;
            end
            cmp:
            begin
                alu_op = 2'b01;
                fz_w = 1'b1;
            end
            mov:
            begin
                mux_dir = 2'b11;
                alu_op = 2'b10;
                le = 1'b1;
                fz_w = 1'b1;
            end
            jump:
            begin
                mux_dir = 2'b11;
                pc_w = 1'b1;
                ir_w = 1'b1;
            end
            in:
            begin
                mux_dir = 2'b11;
                alu_op = 2'b10;
                le = 1'b1;
                mux_in = 2'b10;
            end
            out:
            begin
                mux_dir = 2'b11;
                alu_op = 2'b10;
                fz_w = 1'b1;
                we = 1'b1;
            end
            dec_sp:
            begin
                sp_d = 1'b1;
            end
            push_pc:
            begin
                mux_dir = 2'b01;
                le = 1'b1;
                mux_in = 2'b01;
            end
            pop_pc:
            begin
                sp_w = 1'b1;
                sp_d = 1'b1;
                mux_dir = 2'b01;
                ir_w = 1'b1;
            end
            default: ;
         endcase   
    end
    always@*
    begin
        case (estado)
            fetch: estado_next = decode;
            decode:
            begin
                casex ({cop, fz})
                    7'b0xxxxxx: estado_next = load_f;
                    7'bx0xxxxx: estado_next = load_f;
                    7'b11000x1: estado_next = jump;
                    7'b11000x0: estado_next = fetch;
                    7'b1110xxx: estado_next = in;
                    7'b1111xxx: estado_next = out; 
                    7'b110010x: estado_next = dec_sp;
                    7'b110011x: estado_next = pop_pc;
                    default:    estado_next = fetch;
                endcase
            end
            load_f:
            begin
                casex (cop)
                    7'b0xxxxx: estado_next = load_d;
                    7'b10xxxx: estado_next = mov;
                    default:   estado_next = fetch;
                endcase
            end
            load_d:
            begin
                casex (cop)
                    7'bx0xxxx: estado_next = add;
                    7'bx1xxxx: estado_next = cmp;
                    default:   estado_next = fetch;
                endcase
            end
            add:     estado_next = fetch;
            cmp:     estado_next = fetch;
            mov:     estado_next = fetch;
            jump:    estado_next = decode;
            in:      estado_next = fetch;
            out:     estado_next = fetch;
            dec_sp:  estado_next = push_pc;
            push_pc: estado_next = jump;
            pop_pc:  estado_next = jump;
            default: estado_next = fetch;
        endcase
    end
endmodule
`timescale 1ns / 1ps
module UP(
    input clk,
    input reset,
    input [1:0] mux_dir, mux_in, alu_op,
    input le, pc_w, ir_w, a_w, b_w, fz_w, sp_w, sp_d,
    input [15:0] inport,
    output reg fz,
    output [5:0] cop,
    output [15:0] mem_out,
    output [4:0] dirport
    );
    reg [15:0] ir, ir_next;
    reg [15:0] a, a_next;
    reg [15:0] b, b_next;
    reg [6:0] pc, pc_next;
    reg [6:0] sp, sp_next;
    reg fz_next;
    assign cop = ir[15:10];
    assign dirport = ir[11:7];
    wire [15:0] alu_out;
    reg [6:0] mux_dir_out;
    reg [15:0] mux_mem_out;
    Alu A(.A(a), .B(b), .op(alu_op), .z(alu_z), .out(alu_out));
    RAM Mem(.clk(clk), .le(le), .dir(mux_dir_out), .ent(mux_mem_out), .sal(mem_out));
    always@*
    begin
        case (mux_dir)
            2'd0: mux_dir_out = pc;
            2'd1: mux_dir_out = sp;
            2'd2: mux_dir_out = ir[13:7];
            2'd3: mux_dir_out = ir[6:0];
        endcase
    end
    always@*
    begin
        case (mux_in)
            2'd0: mux_mem_out = alu_out;
            2'd1: mux_mem_out = pc;
            2'd2: mux_mem_out = inport;
            default: mux_mem_out = 16'bX;
        endcase
    end
    always@(posedge clk)
    begin
    if (reset)
    begin
        ir <= 16'd0;
        pc <= 7'd0;
        a  <= 16'd0;
        b  <= 16'd0;
        sp <= 16'd0;
        fz <= 1'd0;
    end
    else
    begin
        ir <= ir_next;
        pc <= pc_next;
        a  <= a_next;
        b  <= b_next;
        sp <= sp_next;
        fz <= fz_next;
    end
    end
    always@*
    begin
        pc_next = pc;
        ir_next = ir;
        a_next = a;
        b_next = b;
        sp_next = sp;
        fz_next = fz;
        if (pc_w)
            pc_next = mux_dir_out + 1'd1;
        if (ir_w)
            ir_next = mem_out;
        if (a_w)
            a_next = mem_out;
        if (b_w)
            b_next = mem_out;
        if (sp_w)
            sp_next = sp_d ? (sp + 7'b1) : (sp - 7'b1);
        if (fz_w)
            fz_next = alu_z;
    end
endmodule
==> flow/run.sh <==
#!/bin/bash
# OpenROAD 26Q1-2900-gdf79404cd8, Yosys 0.63+post, stock flow scripts
make -C /OpenROAD-flow-scripts/flow DESIGN_CONFIG=/design/flow/config.mk WORK_HOME=/design/flow/orfs finish
==> flow/config.mk <==
export PLATFORM = sky130hd
export DESIGN_NAME = MaquinaSencilla
export DESIGN_NICKNAME = MaquinaSencilla
export VERILOG_FILES = /design/flow/design.v
export SDC_FILE = /design/flow/constraint.sdc
export NUM_CORES = 4
export LEC_CHECK = 1
export CORE_UTILIZATION = 40
==> flow/constraint.sdc <==
current_design MaquinaSencilla

set clk_period 21.6
set clk_io_pct 0.2

create_clock -name clk0 -period $clk_period [get_ports {clk}]

set non_clock_inputs [all_inputs -no_clocks]
set_input_delay [expr $clk_period * $clk_io_pct] -clock clk0 $non_clock_inputs
set_output_delay [expr $clk_period * $clk_io_pct] -clock clk0 [all_outputs]
==> changes_impl.md <==
### Physical design

* Die extent in y at 461.3 um
* CP Launch Type: register
* Top cell excl fill/tap: edfxtp_1
* Filler cell count at 17.61k
* Iteration-0 DRC Markers at 3980
* Post-synth top area share at 72.89%
* Synth area leaders: edfxtp_1 73%, mux2i_1 4.2%, a221oi_1 2.0%
* Status: finished, violations left
* Setup Buffers After CTS at 0
* Grt total ovfl at 0
* Setup TNS at 0 ps
* CTS tree: yes
* Rows at 168
* Crit. End Element: output port
* Dpl hpwl at 174600 um
* Port-buffer cells at 39
* Antenna violations before repair at 13
* Fp util at 40.26%
* Cells after Synth at 5120
* Largest net degree at the start of global routing at 129
* Num CTS Buffers at 207
* Final min period at 12500 ps
* Max cap viols at 2
* CTS Hold Bufs at 0
* Peak fanout along the critical path at 78
* Yosys chip area at 84370 um^2
* Final period utilization at 57.86%
* Largest area contributor in the netlist: edfxtp_1
* Final Max Tran Viols at 4
* Chip width at 461.3 um
* WP data required at 17280 ps
* Routed WL at 285100 um
* Boundary Pins at 40
* Yosys cell types at 94
* Number of enable flip-flop cells at 2048
* Crit path max-delay cell type: mux4_4
* Mapped cell area at 84370 um^2
* Routed vias/inst at 6.079
* Yosys warning tally at 6
* Critical path class: register to output port
* Clock Sinks at 2130
* Worst setup margin at 9102 ps
* Cts repair resizes at 0
* Pre-CTS WS at 10450 ps
* Layout Utilization at 45.79%
* Relative slew margins at -3.850%
* Log Warnings at 34
* Layout cells sized above 1 at 15.61%
* Worst slew pin tran at 1544 ps
* Final hold violation count at 0
* Post-synth ARST share at 0%
* Max IR drop VDD at 140.7 uV
* Top_reg_cell synth: edfxtp_1
* Synth Seq Share at 74.83%
* Reg clk slew, reported paths at 60 ps
* Flops & latches, synth at 2130
* Drt drc at 0
* Most frequent CP cell: buf_4
* Ys cells at 5120
* Hold slack at 492.3 ps
* # setup viols final at 0
* Late-Pin Clk Latency at 880 ps
* CP arrival at 8180 ps
* Global-route wire length before repair at 397400 um
* Routed wire per std cell at 34.17 um
* Power Density at 157.4 nW/um^2
* Syn Area/Cell at 16.48 um^2
* Antenna violation net count after detailed routing at 0
* Clock buffer depth at 3
* Most numerous logic cells after layout: 2048 x edfxtp_1, 350 x mux2i_1, 346 x buf_4, 305 x nor2_1, 213 x nand2_1
* Vias post-DR at 50.72k
* Root buf cell: clkbuf_16
* CP Cell Sequence: mux4_4 > buf_4 > buf_4 > buf_12 > nand2b_4 > buf_4 > o22ai_1 > a221oi_1 > a221oi_1 > or3_1 > a211oi_1 > buf_4 > inv_1 > clkdlybuf4s50_1
* Total core area at 209600 um^2
* Failing checks: max-capacitance violations, max-slew violations
* Final GP Congestion at 0.9990
* Leakage at 0.03055 uW
* Tot Pwr at 15110 uW
* H-tree levels at 4
* Total track usage at 29.27%
* Die footprint at 212800 um^2
* HP Class: register to register
* Vias in the first global route at 51.96k
* FMAX at 0.08002 GHz
* TritonRoute pass-1 iters at 6
* Critical Path Max Stage Delay at 1020 ps
* Area grow syn2layout at 13.73%
* Clock skew at 49.24 ps
* RSZ-0062 raised after global routing: no
==> synthesized netlist by cell type, types with 47 or more instances <==
cell type,instances
edfxtp_1,2048
mux2i_1,350
nor2_1,318
nand2_1,213
a221oi_1,197
a21oi_1,154
clkbuf_1,151
mux2_2,130
a22oi_1,119
buf_2,115
a211oi_1,101
o21ai_0,89
dfxtp_1,82
o22ai_1,80
o2bb2ai_1,67
a22o_1,63
nor3_1,52
nand3_1,47
==> state kept, by name (all words and copies together), names as in the netlist <==
name,cells
P.mux_in,2
C.le,1
P.sp,7
P.A.op,2
P.a,16
P.b,16
P.pc,7
we,1
C.pc_w,1
P.mux_dir,2
P.ir,16
P.sp_d,1
C.a_w,1
C.ir_w,1
P.fz,1
P.Mem.M,2048
C.estado,4
C.b_w,1
C.fz_w,1
C.sp_w,1
==> final cells by class <==
class / count / area [um^2] / area share, %
antenna: 16 / 40.04 / 0.04172
clock buffer: 272 / 5508 / 5.739
clock inverter: 101 / 914.6 / 0.9531
inverter: 42 / 181.4 / 0.1891
multi-input combinational: 2586 / 19570 / 20.39
sequential: 2130 / 63140 / 65.80
tap: 2805 / 3510 / 3.657
timing repair buffer: 391 / 3103 / 3.234
==> per-stage QoR <==
stage | area [um^2] | std cells
4_1_cts | 95920 | 8327
5_1_grt | 95940 | 8335
2_1_floorplan | 84370 | 5120
3_3_place_gp | 89500 | 7954
6_report | 95960 | 8343
3_5_place_dp | 89500 | 7954
==> final timing paths <==
path	cells after the start	slack, ps	startpoint	to
max	14	9100	P.mux_dir[0]	outport[13]
min	2	490	P.ir[1]	P.ir[1]
max reg2reg	13	14500	P.mux_dir[0]	P.a[13]
min reg2reg	2	490	P.ir[1]	P.ir[1]
==> power by group <==
part	switching (uW)	total (uW)	internal, uW	leakage [uW]
clock network	1560	3480	1910	0.00310
registers	70.4	5580	5510	0.0195
logic	4490	6050	1560	0.00797
==> routing by layer <==
metal  part of all wire [%]  track usage (%)
met1                     32            33.25
met2                     44            40.24
met3                     19            24.30
met4                    5.1            11.35
met5                   0.47            5.258
==> logic make-up (layout without fill, tap and decap cells) <==
| family | Yosys count | after routing | synth area share [%] |
|---|---|---|---|
| flip-flops | 2130 | 2130 | 74.83 |
| AND-OR/OR-AND | 1173 | 1173 | 10.44 |
| AND/OR/NAND/NOR | 843 | 843 | 4.736 |
| multiplexers | 522 | 522 | 6.973 |
| buffers and inverters | 404 | 806 | 2.377 |
| adder cells (fa/ha/maj) | 29 | 29 | 0.4478 |
| XOR/XNOR | 19 | 19 | 0.1972 |
| other | 0 | 16 | 0 |
==> worst max-delay path: cells and delay by family (launching register included) <==
| kind | cells | cell delay [ps] |
|---|---|---|
| buffers and inverters | 7 | 2280 |
| AND-OR/OR-AND | 4 | 1790 |
| AND/OR/NAND/NOR | 2 | 1060 |
| multiplexers | 1 | 1020 |
| flip-flops | 1 | 880 |
Power and IR drop assume default switching activity.
